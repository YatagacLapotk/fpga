File: flow/run.sh
#!/bin/bash
# OpenROAD 26Q1-2900-gdf79404cd8, Yosys 0.63+post, stock flow scripts
make -C /OpenROAD-flow-scripts/flow DESIGN_CONFIG=/design/flow/config.mk WORK_HOME=/design/flow/orfs finish
File: flow/config.mk
export PLATFORM = sky130hd
export DESIGN_NAME = ALUs
export DESIGN_NICKNAME = ALUs
export VERILOG_FILES = /design/flow/design.v
export SDC_FILE = /design/flow/constraint.sdc
export NUM_CORES = 4
export LEC_CHECK = 1
export CORE_UTILIZATION = 50
File: flow/constraint.sdc
current_design ALUs

set clk_period 13.0
set clk_io_pct 0.2

create_clock -name clk0 -period $clk_period

set non_clock_inputs [all_inputs -no_clocks]
set_input_delay [expr $clk_period * $clk_io_pct] -clock clk0 $non_clock_inputs
set_output_delay [expr $clk_period * $clk_io_pct] -clock clk0 [all_outputs]
File: flow/design.v
module ALUs (
    input [3:0] s,
    input [15:0] A,
    input [15:0] B,
    input cin,
    output reg [15:0] F,
    output reg cout
);
    initial begin
        F = 16'h0000;
        cout = 1'b0;
    end
    always @(*) begin
        case (s)
            4'h0:{cout,F}=(cin)?(B+1):({1'b0,B});
            4'h1:{cout,F}=(cin)?(A+B+1):(A+B);
            4'h2:{cout,F}=(cin)?(A-B):(A-B+1);
            4'h3:{cout,F}=(cin)?(B-1):({1'b0,B});
            4'h4:begin F=A&B; cout=0; end
            4'h5:begin F=A|B; cout=0; end
            4'h6:begin F=A^B; cout=0; end
            4'h7:begin F=~A; cout=0; end
            4'h8:{F,cout}= {cout,A};
            4'h9:{cout,F}={A,cout};
            default: begin F=16'h00; cout=0; end
        endcase
    end
endmodule
==> deck_impl_summary.md <==
Key Metrics from the Run

Power
  – P_sw: 129 uW
  – Logic gate share of total power: 1.000
  – Clock power frac: 0
  – Sw frac: 0.582
  – Internal power: 92.8 uW
  – Worst vdd ir: ~0.000019 V
  – Sequential power share: 0
  – Pleak: 0.00190 uW
  – Pwr Density: roughly 45 nW/um^2
  – Total power: around 220 uW

Timing
  – Final setup vio count: 0
  – Least-Margin Pin Slew: 0.949 ns
  – Rel. slew slack: 0.362
  – Tcrit/Tclk final: 0.751
  – Worst setup margin: approximately 3.2 ns
  – Fin. Hold Viols: 0
  – Final TNS setup: 0 ns
  – Fmax: 0.102 GHz
  – Unrepaired setup endpoints after global routing: no
  – Final slew viol count: 0
  – Post-layout min period: around 9.8 ns

Synthesis
  – Syn avg cell area: approximately 6.7 um^2
  – Simple share: 0.270
  – YS chip area: 4300 um^2
  – Post-Synthesis Cell Area: 4300 um^2
  – Cell variety after synth: 73
  – Ranking of synthesized cells by area: ha_1, xnor2_1, nand2_1, a221oi_1, inv_1
  – Cell taking the most area after synthesis: ha_1
  – Adder Area Share: 0.172
  – # Cells Yosys: ~640
  – Top comb family, area: AND-OR/OR-AND gates
  – Mux cell area share: 0.00698
  – Complex Gates by Area: 0.363
  – Area share, top type: 0.163
  – Syn Inst Count: between 600 and 700
  – Synthesis Warnings: 1
  – Synth cell count leaders: nand2_1, ha_1, inv_1, xnor2_1, nor2_1
  – Seq share, synth: 0
  – XORs/XNORs by Area: 0.110
  – Most numerous cell in the Yosys netlist: nand2_1

Routing
  – Number of diodes: 0
  – Detail Route Antenna Nets: 0
  – Initial DRT Pass Iterations: 5
  – DR iter-0 viols: 543
  – WL/cell: between 20 and 25 um
  – DRT Wirelength: roughly 16000 um
  – Via Count: 5127
  – DRC errors left: 0
  – Drt via density: 6.64

Global route
  – First-pass GRT wire length: 24500 um
  – Vias in the first global route: roughly 4600
  – Largest net degree at the start of global routing: 19
  – Total gr overflow: 0
  – Antenna violations before repair: 1
  – Gr usage total: 0.359

Finish
  – Final instance area: just under 5000 um^2
  – Share of layout cells above drive strength 1: 0.0435
  – Seq_cells: 0
  – End-of-flow core utilization: 0.595
  – Clock buf count: 0
  – P&R area growth vs syn: 14.1%
  – Storage element area: 0 um^2

Die
  – DIE AREA: 8980 um^2
  – Ports: 54
  – Core region area: 8260 um^2
  – Die X: 94.8 um
  – Starting Density: 0.521
  – Row count: 33
  – Die Height: 94.8 um

Placed design
  – Placed cell areas: 4910 um^2
  – Pre-CTS WS: around 3.4 ns
  – Post-DP HPWL: 12100 um
  – Number of I/O port buffers: about 54
  – Global placement routability congestion: 1.00

Min path
  – Hold crit path type: in2out
  – Hold path start: B[3]
  – Hold path endpoint: F[3]
  – Hold path depth: 4

Run
  – OpenROAD warning count: about 70
  – Maxcap violations: 0

Critical path
  – Worst-path cell chain: clkdlybuf4s50_1 > inv_1 > ha_1 > nor4_1 > o311ai_1 > a31oi_1 > a211oi_1 > xnor2_1 > nand4b_1 > nor3_2 > xnor2_1 > a211o_1 > clkdlybuf4s50_1
  – CP arrival: between 7 and 8 ns
  – Crit-path slowest cell: clkdlybuf4s50_1
  – Worst setup SP type: primary input
  – Slowest stage delay, CP: between 0.6 and 0.7 ns
  – Worst endpoint required time: 10.40 ns
  – Worst setup EP type: output port
  – Critical Path Fanout Max: 13
  – Classification of the worst setup path: in2out

CTS
  – Post-CTS sizing: 0
  – Setup bufs post-CTS: 0
  – CTS Hold Bufs: 0

Status
  – Status: complete, no violations
==> final cells by class <==
cell class / instances / area [um^2]
multi-input combinational: 553 / 3980
fill: 827 / 3350
timing repair buffer: 63 / 608
inverter: 51 / 191
tap: 105 / 131
==> through the flow <==
step / hold WS (ns) / cells
after floorplan: 5.28 / 641
after global placement: 6.38 / 772
after detailed placement: 6.41 / 772
after CTS: 6.41 / 772
after global routing: 6.45 / 772
final: 6.41 / 772
==> power by group through the flow <==
stage	logic [uW]	registers (uW)	clock network [uW]
CTS	217	0	0
global route	241	0	0
finish	222	0	0
==> cell families after synthesis <==
group / count (synthesis)
compound gates: 212
xor+xnor: 53
fa+ha+maj: 58
buf+inv: 88
mux: 3
simple gates: 227
==> how the worst max path moves through the flow <==
stage | startpoint | end | depth (start not counted)
finish | B[7] | F[15] | 13
CTS | B[7] | F[15] | 13
global route | B[7] | cout | 13
==> critical path: cells and delay by family <==
| kind | cells | cell delay (ns) |
|---|---|---|
| AND-OR/OR-AND | 4 | 1.29 |
| buffers and inverters | 3 | 1.21 |
| AND/OR/NAND/NOR | 3 | 0.95 |
| XOR/XNOR | 2 | 0.64 |
| adder cells (fa/ha/maj) | 1 | 0.48 |
==> metal layers <==
metal  vias up  GRT usage  wire length [um]
li1       2475          -                 -
met1      2377      0.530              7210
met2       258      0.535              6740
met3        17     0.0931              1720
met4         0     0.0492               183
met5         -          0                 0
==> layout by cell type (no fill, tap or decap), drive strengths merged, types with 11 or more instances in the layout <==
| master | synthesis | layout |
|---|---|---|
| a21oi | 32 | 32 |
| a221oi | 23 | 23 |
| clkdlybuf4s50 | 0 | 54 |
| ha | 56 | 56 |
| inv | 50 | 50 |
| nand2 | 59 | 59 |
| nand3 | 30 | 30 |
| nor2 | 38 | 38 |
| nor3 | 27 | 27 |
| nor4 | 15 | 15 |
| o211ai | 20 | 20 |
| o21ai | 36 | 36 |
| xnor2 | 42 | 42 |
| xor2 | 11 | 11 |
Power and IR drop assume default switching activity.
