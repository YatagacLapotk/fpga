==> flow/design.v <==
module CU (
    input clk,
    input [15:0] ir,
    input [15:0] dr,
    input [15:0] ac,
    input [3:0] sct,
    input e,
    input FGO_in,
    input FGI_in,
    input reset,
    output reg [1:0] e_s,
    output reg [2:0] S,
    output reg [2:0] pc_s,
    output reg [2:0] ar_s,
    output reg [2:0] ir_s,
    output reg [2:0] ac_s,
    output reg [2:0] dr_s,
    output reg [2:0] tr_s,
    output reg [2:0] outr_s,
    output reg [3:0] alu_s,
    output reg sct_reset,
    output reg inputr_s,
    output reg IEN,
    output reg halt,
    output reg mem_write
);
reg [15:0] dec_t;  
always @(sct,reset) begin
    if (reset) begin
            dec_t = 16'b0000_0000_0000_0000;
    end
    else begin
        case (sct)
            4'b0000: dec_t = 16'b0000_0000_0000_0001;  
            4'b0001: dec_t = 16'b0000_0000_0000_0010;  
            4'b0010: dec_t = 16'b0000_0000_0000_0100;  
            4'b0011: dec_t = 16'b0000_0000_0000_1000;  
            4'b0100: dec_t = 16'b0000_0000_0001_0000;  
            4'b0101: dec_t = 16'b0000_0000_0010_0000;  
            4'b0110: dec_t = 16'b0000_0000_0100_0000;  
            4'b0111: dec_t = 16'b0000_0000_1000_0000;  
            4'b1000: dec_t = 16'b0000_0001_0000_0000;  
            4'b1001: dec_t = 16'b0000_0010_0000_0000;  
            4'b1010: dec_t = 16'b0000_0100_0000_0000;  
            4'b1011: dec_t = 16'b0000_1000_0000_0000;  
            4'b1100: dec_t = 16'b0001_0000_0000_0000;  
            4'b1101: dec_t = 16'b0010_0000_0000_0000;  
            4'b1110: dec_t = 16'b0100_0000_0000_0000;  
            4'b1111: dec_t = 16'b1000_0000_0000_0000;  
            default: dec_t = 16'b0000_0000_0000_0000; 
        endcase
    end
end
reg [7:0] dec_op; 
reg I;  
reg r = 1'b0;  
localparam FETCH = 2'b00; 
localparam DECODE = 2'b01;
localparam EXECUTE = 2'b10; 
reg r_io;  
reg [1:0] state;  
always @(dec_t,reset) begin
    e_s <= 2'b00;
    pc_s <= 3'b000;
    ar_s <= 3'b000;
    ir_s <= 3'b000;
    ac_s <= 3'b000;
    dr_s <= 3'b000;
    tr_s <= 3'b000;
    outr_s <= 3'b000;
    inputr_s <= 1'b0;
    alu_s <= 4'b0000;
    sct_reset <= 1'b0;
    mem_write <= 1'b0;
    halt <= 1'b0;
    S <= 3'b000;
    if (reset) begin 
        state<= FETCH;
        e_s <= 2'b00;
        pc_s <= 3'b000;
        ar_s <= 3'b000;
        ir_s <= 3'b000;
        ac_s <= 3'b000;
        dr_s <= 3'b000;
        tr_s <= 3'b000;
        outr_s <= 3'b000;
        inputr_s <= 1'b0;
        mem_write <= 1'b0;
        alu_s <= 4'b0000;
        sct_reset <= 1'b1;
        S <= 3'b000;
    end   
    else begin      
        if(~dec_t[0] && ~dec_t[1] && ~dec_t[2] && IEN &&(FGO_in||FGI_in)) r<=1'b1;
        case (state)
            FETCH:begin 
                r_io <= 1'b0;
                if(~r)begin
                    if(dec_t[0])begin 
                        ar_s <= 3'b100;
                        S <= 3'b010;  
                    end
                    else if (dec_t[1]) begin
                        S <= 3'b111; 
                        ir_s <= 3'b100;  
                        pc_s <= 3'b010;  
                        state <= DECODE;
                    end
                end
                else if (r) begin  
                    if(dec_t[0])begin 
                        ar_s <= 3'b001;
                        tr_s <= 3'b100;
                        S <= 3'b010;  
                    end
                    else if (dec_t[1]) begin
                        S <= 3'b110;
                        mem_write <= 1'b1;  
                        pc_s <= 3'b001;  
                    end
                    else if (dec_t[2]) begin
                        pc_s <= 3'b010;  
                        r <= 1'b0;
                        IEN <= 1'b0;
                        sct_reset <= 1'b1;  
                        state <= FETCH;  
                    end
                end 
            end
            DECODE: begin
                if (dec_t[2]) begin
                    S <= 3'b101;
                    ar_s <= 3'b100;  
                    I = ir[15];
                    case (ir[14:12])
                        3'b000: dec_op = 8'b0000_0001;
                        3'b001: dec_op = 8'b0000_0010;
                        3'b010: dec_op = 8'b0000_0100;
                        3'b011: dec_op = 8'b0000_1000;
                        3'b100: dec_op = 8'b0001_0000;
                        3'b101: dec_op = 8'b0010_0000;
                        3'b110: dec_op = 8'b0100_0000;
                        3'b111: dec_op = 8'b1000_0000; 
                        default: dec_op = 8'b0000_0000; 
                    endcase
                if(dec_op[7])begin 
                    state<=EXECUTE;
                end 
                end 
                else if (dec_t[3]) begin
                    if(I)begin 
                        S <= 3'b111;
                        ar_s <= 3'b100;  
                    end
                    state<=EXECUTE;
                end
            end
            EXECUTE: begin 
                if(dec_t[3])begin 
                    if (~I) begin
                        if (ir[11]) ac_s<=3'b001; 
                        if (ir[10]) e_s<=2'b01; 
                        if (ir[9]) begin  
                            ac_s<=3'b100;
                            alu_s <= 4'b0111;
                        end
                        if (ir[8]) e_s <= 2'b10; 
                        if (ir[7]) begin  
                            ac_s <= 3'b100;
                            alu_s<=4'b1000;
                        end
                        if (ir[6]) begin  
                            ac_s <= 3'b100;
                            alu_s<=4'b1001;
                        end
                        if (ir[5]) ac_s<=3'b010; 
                        if (ir[4]) begin 
                            if(~ac[15])begin
                                pc_s<= 3'b010;
                            end
                        end
                        if (ir[3]) begin 
                            if(ac[15])begin
                                pc_s<= 3'b010;
                            end
                        end
                        if (ir[2]) begin  
                            if(ac==0)begin
                                pc_s<= 3'b010;
                            end
                        end
                        if (ir[1]) begin 
                            if(e)begin
                                pc_s<= 3'b010;
                            end
                        end
                        if (ir[0]) halt<= 1'b1;  
                    end
                    else if(I) begin 
                        if(ir[11])begin  
                            ac_s <= 3'b100;
                            inputr_s <= 1'b1;
                        end
                        if(ir[10])begin  
                            S<=3'b100;
                            outr_s <= 3'b100;
                        end
                        if (ir[9]) begin  
                            if(FGO_in) pc_s <= 3'b010;
                        end
                        if (ir[8]) begin  
                            if(FGO_in) pc_s <= 3'b010;
                        end
                        if (ir[7]) IEN <= 1'b1; 
                        if (ir[6]) IEN <= 1'b0; 
                    end
                    r_io <= 1'b1;
                end
                else if (r_io)begin
                    sct_reset <= 1'b1;
                    state <= FETCH;  
                end
                else begin 
                    if (dec_op[0]) begin  
                        if (dec_t[4]) begin
                            S <= 3'b111;
                            dr_s <= 3'b100;  
                        end
                        else if (dec_t[5]) begin
                            alu_s <= 4'b0100;
                            ac_s <= 3'b100;  
                        end
                        else begin
                            sct_reset <= 1'b1;
                            state <= FETCH;  
                        end
                    end
                    if (dec_op[1]) begin  
                        if (dec_t[4]) begin
                            S <= 3'b111;
                            dr_s <= 3'b100;  
                        end
                        else if (dec_t[5]) begin
                            alu_s <= 4'b0001;
                            ac_s <= 3'b100;  
                        end
                        else begin
                            sct_reset <= 1'b1;
                            state <= FETCH;  
                        end
                    end
                    if (dec_op[2]) begin  
                        if (dec_t[4]) begin
                            S <= 3'b111;
                            dr_s <= 3'b100;  
                        end
                        else if (dec_t[5]) begin
                            S <= 3'b011;
                            ac_s <= 3'b100;  
                        end
                        else begin
                            sct_reset <= 1'b1;
                            state <= FETCH;  
                        end
                    end
                    if (dec_op[3]) begin  
                        if (dec_t[4]) begin
                            S <= 3'b100;
                            mem_write <= 1'b1;  
                        end
                        else begin
                            sct_reset <= 1'b1;
                            state <= FETCH;
                        end
                    end
                    if (dec_op[4]) begin  
                        if (dec_t[4]) begin
                            S <= 3'b001;
                            pc_s <= 3'b100;  
                        end
                        else begin
                            sct_reset <= 1'b1;
                            state <= FETCH;
                        end
                    end
                    if (dec_op[5]) begin  
                        if (dec_t[4]) begin
                            S <= 3'b010;
                            mem_write <= 1'b1;  
                        end
                        else if (dec_t[5]) begin
                            S <= 3'b001;
                            pc_s <= 3'b100;  
                        end
                        else begin
                            sct_reset <= 1'b1;
                            state <= FETCH;
                        end
                    end
                    if (dec_op[6]) begin  
                        if (dec_t[4]) begin
                            S <= 3'b111;
                            dr_s <= 3'b100;  
                        end
                        if (dec_t[5]) begin
                            dr_s <= 3'b010;  
                        end
                        else if (dec_t[6]) begin
                            S <= 3'b011;
                            mem_write <= 1'b1;  
                            if (dr==0) pc_s <= 3'b010;  
                        end
                        else begin
                            sct_reset <= 1'b1;
                            state <= FETCH;
                        end
                    end
                end 
            end
            default: begin 
                    e_s <= 2'b00;
                    pc_s <= 3'b000;
                    ar_s <= 3'b000;
                    ir_s <= 3'b000;
                    ac_s <= 3'b000;
                    dr_s <= 3'b000;
                    tr_s <= 3'b000;
                    outr_s <= 3'b000;
                    sct_reset <= 1'b0;
                    mem_write <= 1'b0;
                    S <= 3'b000;
                end 
        endcase
    end   
end
endmodule
==> flow/run.sh <==
#!/bin/bash
# OpenROAD 26Q1-2900-gdf79404cd8, Yosys 0.63+post, stock flow scripts
make -C /OpenROAD-flow-scripts/flow DESIGN_CONFIG=/design/flow/config.mk WORK_HOME=/design/flow/orfs finish
==> flow/config.mk <==
export PLATFORM = sky130hd
export DESIGN_NAME = CU
export DESIGN_NICKNAME = CU
export VERILOG_FILES = /design/flow/design.v
export SDC_FILE = /design/flow/constraint.sdc
export NUM_CORES = 4
export LEC_CHECK = 1
export CORE_AREA = 10 10 89 89
export DIE_AREA = 0 0 99 99
==> flow/constraint.sdc <==
current_design CU

set clk_period 4.4
set clk_io_pct 0.2

create_clock -name clk0 -period $clk_period

set non_clock_inputs [all_inputs -no_clocks]
set_input_delay [expr $clk_period * $clk_io_pct] -clock clk0 $non_clock_inputs
set_output_delay [expr $clk_period * $clk_io_pct] -clock clk0 [all_outputs]
==> qor.yml <==
untimed_endpoints: 14
antenna_left: 0
cts.hold.buffers_added: 0
drt-wirelength-per-cell_um: 15.7
numSynthFlops: 13
initialDrtViolationCount: 96
place.gp.congestion: 0.925
die_h_um: 99
finalSetupViolations: 0
netlist.area_leader.share: 0.149
synth-area-yosys_sq_um: 1310
outcome: "finished clean"
unclocked_regs: 13
wirelength_mm: 5.44
cp_slowest_cell: "sky130_fd_sc_hd__clkdlybuf4s50_1"
drv.max_cap_violation_count: 0
max_stage_delay_ns: 0.56
rsz0062_at_grt: "no"
fp.coreArea_sq_um: 5990
whs_ns: 2.71
min_path_type: "in -> out"
power_frac_clock: 0
synth_cell_area_sq_um: 1310
grt_max_degree: 12
placement_rows: 28
cellPowerDensity_nw_per_um2: 58.7
areaGrowthSynthToFinish_pct: 70.4
grt_pass1_wl_mm: 8.67
synthFlopType: "sky130_fd_sc_hd__dlxtn_1"
drc: 0
finalWorstPathRequiredPeriod_ns: 4.12
global_route.overflow_total: 0
firstDrtPassIters: 4
postSynthAreaPerCell_sq_um: 7.04
power_frac_seq: 0.114
cp-end-kind: "output port"
number_of_global_route_vias_before_repair: 1635
ys_top_cells_by_area: "sky130_fd_sc_hd__dlxtn_1 15%, sky130_fd_sc_hd__nor2_1 7.2%, sky130_fd_sc_hd__buf_4 5.2%"
number_of_warnings_the_tools_reported: 36
max_freq_ghz: 0.243
top_area_cell: "sky130_fd_sc_hd__dlxtn_1"
globalRouteTotalUtil: 0.104
critical_path.startpoint_type: "primary input"
p_switching_uw: 52.0
synth-async-reset-ratio: 0
fin_max_slew_vios: 0
number_of_cell_instances_after_yosys_synthesis: 186
ys_top_cells_by_count: "25 x sky130_fd_sc_hd__nor2_1, 14 x sky130_fd_sc_hd__nand2_1, 13 x sky130_fd_sc_hd__dlxtn_1, 9 x sky130_fd_sc_hd__buf_4, 9 x sky130_fd_sc_hd__nor3_1"
cpMostUsedCell: "sky130_fd_sc_hd__clkdlybuf4s50_1"
post-layout-total-power_uw: 131
pwr-share-comb: 0.886
timing.final.hold_violations: 0
initial_utilization: 0.218
post_cts_setup_repair_buffer_count: 0
die_area_sq_um: 9800
place.port_buffers: 83
synth.yosys.warnings: 35
total_leakage_power_uw: 0.000816
dp_hpwl_mm: 4.81
synth_dominant_cell_count: "sky130_fd_sc_hd__nor2_1"
post_cts.resized_instances: 0
design.portCount: 92
via_count_of_the_routed_design: 1643
peakVddDrop_v: 0.0000329
worst-endpoint-required_ns: 3.52
chipWidth_um: 99
finalSetupTns_ns: 0
num_antenna_cells: 0
yosysUniqueCellTypes: 56
switching_share: 0.397
post-route-period-util: 0.937
post_synth_inst_count: 186
share_of_cells_above_drive_strength_1: 0.0809
via_per_inst: 4.73
crit_arrival_ns: 3.24
cp_cell_sequence: "clkdlybuf4s50_1 -> nor3_2 -> and2_1 -> o2111ai_1 -> a31o_2 -> a211oi_1 -> clkdlybuf4s50_1"
grt_antenna_before_repair: 0
worst-path-max-fanout: 6
internal-power_uw: 78.8
enable_flop_cells: 0
path_class: "in -> out"
final timing paths:
kind | from | endpoint | slack [ns] | cells after the start
setup / recovery | sct[3] | S[1] | 0.28 | 7
hold / removal | ir[0] | halt | 2.71 | 3
metal layers:
metal,vias up,track usage,part of all wire
met5,-,0,0
met4,0,0,0
met3,0,0.0162,0.052
met2,51,0.158,0.42
met1,736,0.160,0.52
li1,856,-,-
critical path, delay by kind of cell:
kind / cells / cell delay [ns]
compound gates: 3 / 0.73
buf+inv: 2 / 1.10
simple gates: 2 / 0.54
cells in the final DEF (no fill, tap or decap), types with 3 or more instances in the layout:
| cell type | instances |
|---|---|
| sky130_fd_sc_hd__nor3_1 | 9 |
| sky130_fd_sc_hd__o21ai_0 | 7 |
| sky130_fd_sc_hd__nand2b_1 | 4 |
| sky130_fd_sc_hd__nor3b_1 | 5 |
| sky130_fd_sc_hd__dlxtn_1 | 13 |
| sky130_fd_sc_hd__conb_1 | 8 |
| sky130_fd_sc_hd__nor4_1 | 7 |
| sky130_fd_sc_hd__buf_4 | 10 |
| sky130_fd_sc_hd__nand2_1 | 14 |
| sky130_fd_sc_hd__o22ai_1 | 3 |
| sky130_fd_sc_hd__a21oi_1 | 4 |
| sky130_fd_sc_hd__a31o_2 | 3 |
| sky130_fd_sc_hd__nand4_1 | 3 |
| sky130_fd_sc_hd__nor2b_1 | 4 |
| sky130_fd_sc_hd__a311oi_1 | 3 |
| sky130_fd_sc_hd__ha_1 | 4 |
| sky130_fd_sc_hd__nand3_1 | 4 |
| sky130_fd_sc_hd__clkdlybuf4s50_1 | 83 |
| sky130_fd_sc_hd__and3_1 | 8 |
| sky130_fd_sc_hd__nor2_1 | 25 |
| sky130_fd_sc_hd__inv_1 | 7 |
final cells by class:
cell class	count	area [sq um]
inverter	7	26.3
sequential	13	195
tap	75	93.8
multi-input combinational	159	1010
fill	636	3760
timing repair buffer	93	906
power groups by stage:
| stage | Sequential (uW) | Clock (uW) | Combinational [uW] |
|---|---|---|---|
| after CTS | 14.7 | 0 | 116 |
| after global routing | 15.6 | 0 | 126 |
| final | 14.9 | 0 | 116 |
flip-flops by register name, indices dropped and copies added, names as in the netlist:
register  cells
I             1
IEN           1
dec_op        7
r             1
r_io          1
state         2
cells by family after synthesis:
family | share of synthesized area
compound gates | 0.257
fa+ha+maj | 0.0382
buf+inv | 0.100
latches | 0.149
mux | 0.00765
other cells | 0.00287
simple gates | 0.445
stage by stage:
step	util	setup slack (ns)	cells	area (sq um)
after floorplan	-	1.30	193	1340
after global placement	0.372	0.281	347	2230
after detailed placement	0.372	0.280	347	2230
after CTS	0.372	0.279	347	2230
after global routing	0.372	0.0754	347	2230
final	0.372	0.278	347	2230
Power figures rest on the tool's default switching activity, not on a simulated workload.
